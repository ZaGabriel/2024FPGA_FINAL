File: /design/flow/run.sh
#!/bin/bash
# OpenROAD 26Q1-2900-gdf79404cd8, Yosys 0.63+post, stock flow scripts
make -C /OpenROAD-flow-scripts/flow DESIGN_CONFIG=/design/flow/config.mk WORK_HOME=/design/flow/orfs finish
File: /design/flow/config.mk
export PLATFORM = sky130hd
export DESIGN_NAME = VGAControll
export DESIGN_NICKNAME = VGAControll
export VERILOG_FILES = /design/flow/design.v
export SDC_FILE = /design/flow/constraint.sdc
export NUM_CORES = 4
export LEC_CHECK = 1
export CORE_UTILIZATION = 30
File: /design/flow/design.v
module VGAControll(
		input	VGA_clk,
		input	rst_n,
		output	reg	hsync,
		output	reg	vsync,
		output	[9:0] xpos,
		output	[9:0] ypos
	);
	parameter H_sysc_Total = 800;	
	parameter H_Show_Start = 144;
	parameter H_sync_end = 96;	
	parameter V_sysc_Total = 525;	
	parameter V_Show_Start = 35;	
	parameter V_sync_end = 2;		
	reg [9:0]	x_cnt;
	reg [9:0]	y_cnt;
	always@(posedge VGA_clk or negedge rst_n)
	begin
		if(!rst_n)
			x_cnt <= 10'd0;
		else if(x_cnt == H_sysc_Total)
			x_cnt <= 10'd0;
		else 
			x_cnt <= x_cnt + 1'b1;
	end
	always@(posedge VGA_clk or negedge rst_n)
	begin
		if(!rst_n)
			y_cnt <= 10'd0;
		else if(y_cnt == V_sysc_Total)
			y_cnt <= 10'd0;
		else if(x_cnt == H_sysc_Total)
			y_cnt <= y_cnt + 1'b1;
	end
	always@(posedge VGA_clk or negedge rst_n)
	begin
		if(!rst_n)
			hsync <= 1'b0;
		else if(x_cnt == 10'd0)
			hsync <= 1'b0;
		else if(x_cnt == H_sync_end)
			hsync <= 1'b1;
	end
	always@(posedge VGA_clk or negedge rst_n)
	begin
		if(!rst_n)
			vsync <= 1'b0;
		else if(y_cnt == 10'd0)
			vsync <= 1'b0;
		else if(y_cnt == V_sync_end)
			vsync <= 1'b1;
	end
	assign xpos = x_cnt - H_Show_Start;
	assign ypos = y_cnt - V_Show_Start;
endmodule	
File: /design/flow/constraint.sdc
current_design VGAControll

set clk_period 3.7
set clk_io_pct 0.2

create_clock -name clk0 -period $clk_period [get_ports {VGA_clk}]

set non_clock_inputs [all_inputs -no_clocks]
set_input_delay [expr $clk_period * $clk_io_pct] -clock clk0 $non_clock_inputs
set_output_delay [expr $clk_period * $clk_io_pct] -clock clk0 [all_outputs]
==> notes.md <==
run metrics: Final Slew Violations=0, chip area estimate from yosys synthesis=~1500 µm², Mean Syn Cell Area=10.3 µm², peak fanout along the critical path=7, later-pin clock latency in the skew report=approximately 260 ps, overall routing resource usage=0.108, post-detailed-placement half-perimeter wirelength=about 1.8 mm, floorplan core density=0.318, cell type with the largest total area=sky130_fd_sc_hd__dfrtp_1, cell depth of the worst hold path=1, worst-path cell chain=ha_1, o41ai_1, nand2_1, xnor2_1, clkdlybuf4s50_1, wire length of the first global-routing pass=4.56 mm, Leakage=around 0.80 nW, routed wirelength normalized by instance count=approximately 12 µm, Final Skew=6.83 ps, clock period minus worst slack=between 3000 and 4000 ps, top-count cell post-synth=sky130_fd_sc_hd__dfrtp_1, delay of the slowest cell on the worst path=about 540 ps, row cnt=25, setup fix buffers added after clock tree synthesis=0, Placed Instance Area=1690 µm², width of the die=~73 µm, area of the chip=between 5000 and 6000 µm², count of port buffers added during placement=23, Setup Viol. Count Final=0, destination of the worst hold path=x_cnt[0], final weighted congestion in routability-driven placement=between 0.7 and 0.8, number of iterations in the first detailed-routing pass=4, root buffer selected by CTS=sky130_fd_sc_hd__clkbuf_8, vias=slightly above 1000, fill count=roughly 510, DRC violation count after routing=0, number of sinks on the clock net=22, Final Hold Vio Count=0, number of antenna violations at the first check in global routing=0, OpenROAD warnings=32, post-route fraction of the period consumed by the critical path=0.826, worst r2r dst=y_cnt[4], Max Freq=327 MHz, worst reg2reg startpoint=x_cnt[4], Final Worst Setup Slack=646 ps, buffers from clock root to sink, at most=2, PostCTS Resize Cnt=0, kind of critical path=reg -> out, power density cells=241 nW/µm², number of buffers created by CTS=3, cell at the slowest stage of the critical path=sky130_fd_sc_hd__o41ai_1, setup TNS=0 ps, Worst R2R Path Depth=6, post-synthesis sequential area ratio=0.359, total of max-cap violations=0, leading post-synthesis cells by cell area=sky130_fd_sc_hd__dfrtp_1, sky130_fd_sc_hd__ha_1, sky130_fd_sc_hd__xnor2_1, EDFF count, synth=0, largest net degree at the start of global routing=23, vias in the first global route=between 900 and 1000, synthesized flop and latch total=22, Worst VDD drop=~0.00020 V, critical path launch point type=flip-flop, data arrival time of the critical path=approximately 2300 ps, most used standard cells in the synthesized netlist=sky130_fd_sc_hd__dfrtp_1, sky130_fd_sc_hd__nor2_1, sky130_fd_sc_hd__xnor2_1, first-iteration detailed-routing DRC count=39, number of library cell types mapped by synthesis=between 40 and 50, level count of the clock H-tree=1, fraction of final layout cells sized beyond drive strength 1=0.0750, Layout Cell Area excl Fill=approximately 1700 µm², primary flip-flop cell chosen by synthesis mapping=sky130_fd_sc_hd__dfrtp_1, Post-CTS Hold Fix Bufs=0, Antenna diodes=0, count of pins on the block boundary=24, proportion of netlist area held by the largest area contributor=0.359, critical path startpoint=y_cnt[0], netlist area before placement=~1500 µm², worst slew pin tran=734 ps, Warnings, synthesis=1, cell count listed in synth_stat.txt=148, Layout area overhead=13.9%, r2r setup slk=about 1500 ps, area of the core=4820 µm², CTS tree=built, element type at the critical path end=output pin, worst hold path class=reg -> reg, height of the die=73.5 µm, number of routed nets with antenna violations=0, GR Overflow Total=0, unrepaired setup endpoints after global routing=false, Worst Setup Slack post-DPL=roughly 940 ps, clock-pin transition on the worst setup and hold timing paths=80 ps, WP data required=slightly below 3000 ps, Worst slew margin=0.511, fraction of synthesis flops using an asynchronous set or reset pin=1.00, count of mapped cells out of synthesis=148, via count normalized by instance count=roughly 4.5, critical hold path startpoint=x_cnt[0], Routed Wire Length=approximately 2.6 mm, run status=finished clean
==> final cells by class <==
cell class              count  area, µm²  area share
flip-flops and latches     22        551       0.316
multi-input cells         100        779       0.447
repair buffers             24        238       0.136
inverters                  10       37.5      0.0215
well taps                  67       83.8      0.0481
clock buffers               4       55.1      0.0316
==> cell families after synthesis <==
group,share of synthesized area
AND-OR/OR-AND,0.0654
XOR/XNOR,0.137
flip-flops,0.359
multiplexers,0.0163
adder cells (fa/ha/maj),0.0817
buffers and inverters,0.132
AND/OR/NAND/NOR,0.208
==> metal layers <==
layer | routed length, µm | vias to the layer above | GRT usage
met1 | 1330 | 478 | 0.154
li1 | - | 523 | -
met5 | 0 | - | 0
met4 | 13 | 0 | 0.00641
met2 | 1160 | 22 | 0.180
met3 | 115 | 2 | 0.0222
==> layout by cell type (no fill, tap or decap), types with 2 or more instances in the layout <==
cell type / instances
sky130_fd_sc_hd__a21oi_1: 6
sky130_fd_sc_hd__a311oi_1: 2
sky130_fd_sc_hd__and2_1: 2
sky130_fd_sc_hd__and3_1: 3
sky130_fd_sc_hd__clkbuf_8: 4
sky130_fd_sc_hd__clkdlybuf4s50_1: 23
sky130_fd_sc_hd__dfrtp_1: 22
sky130_fd_sc_hd__ha_1: 10
sky130_fd_sc_hd__inv_1: 10
sky130_fd_sc_hd__nand2_1: 3
sky130_fd_sc_hd__nand3_1: 5
sky130_fd_sc_hd__nand4_1: 5
sky130_fd_sc_hd__nor2_1: 17
sky130_fd_sc_hd__nor3_1: 2
sky130_fd_sc_hd__or3_1: 2
sky130_fd_sc_hd__xnor2_1: 14
sky130_fd_sc_hd__xor2_1: 10
==> through the flow <==
stage,util,hold slack [ps],instances,total power (W)
2_1_floorplan,-,444,148,0.000245
6_report,0.362,532,227,0.000420
3_3_place_gp,0.351,526,223,0.000252
4_1_cts,0.362,543,227,0.000426
5_1_grt,0.362,562,227,0.000441
3_5_place_dp,0.351,524,223,0.000252
==> critical path: cells and delay by family, from the launching register on <==
kind            cells  cell delay, ps
flops               1             430
xor+xnor            1             150
simple gates        1             120
compound gates      1             540
fa+ha+maj           1             350
buf+inv             1             470
==> registers in the layout (all words and copies together) (netlist names) <==
| register | flops |
|---|---|
| hsync | 1 |
| vsync | 1 |
| x_cnt | 10 |
| y_cnt | 10 |
==> how the worst max path moves through the flow <==
stage,end,slack [ps],depth (start not counted)
finish,ypos[8],650,5
global route,ypos[8],480,5
CTS,ypos[8],620,5
==> power breakdown <==
part | total (W) | switching [W] | internal, W | leakage (nW)
Combinational | 0.00000636 | 0.00000474 | 0.00000162 | 0.469
Sequential | 0.000240 | 0 | 0.000240 | 0.298
Clock | 0.000173 | 0.0000784 | 0.0000948 | 0.0288
Total | 0.000420 | 0.0000831 | 0.000337 | 0.796
Power and IR drop assume default switching activity.
