### config.mk
export PLATFORM = sky130hd
export DESIGN_NAME = Divider
export DESIGN_NICKNAME = Divider
export VERILOG_FILES = /design/flow/design.v
export SDC_FILE = /design/flow/constraint.sdc
export NUM_CORES = 4
export LEC_CHECK = 1
export CORE_UTILIZATION = 30
### constraint.sdc
current_design Divider

set clk_period 3.4
set clk_io_pct 0.2

create_clock -name clk0 -period $clk_period [get_ports {clkin}]

set non_clock_inputs [all_inputs -no_clocks]
set_input_delay [expr $clk_period * $clk_io_pct] -clock clk0 $non_clock_inputs
set_output_delay [expr $clk_period * $clk_io_pct] -clock clk0 [all_outputs]
### design.v
`timescale 1ns / 1ps
module Divider #(
		parameter Custom_clkout_0 = 10'b1,
		parameter Custom_clkout_1 = 10'b1,
		parameter Custom_clkout_2 = 10'b1
	)(
		input clkin,
		input rst,
		output reg clkout_0 = 1,
		output reg clkout_1 = 1,
		output reg clkout_2 = 1
	);
		function integer bit_depth(input integer target);
			for(bit_depth=0 ; target > 0 ; bit_depth = bit_depth+1)
				target = target >> 1;
		endfunction
		parameter Original_Clock = 100_000_000;
		localparam integer Divider_Counter_0 = Original_Clock / Custom_clkout_0;
		localparam integer half_Divider_Counter_0 = Divider_Counter_0 / 2;
		localparam integer CountBit_0 = bit_depth(Divider_Counter_0 - 1);
		localparam integer Divider_Counter_1 = Original_Clock / Custom_clkout_1;
		localparam integer half_Divider_Counter_1 = Divider_Counter_1 / 2;
		localparam integer CountBit_1 = bit_depth(Divider_Counter_1 - 1);
		localparam integer Divider_Counter_2 = Original_Clock / Custom_clkout_2;
		localparam integer half_Divider_Counter_2 = Divider_Counter_2 / 2;
		localparam integer CountBit_2 = bit_depth(Divider_Counter_2 - 1);
		reg [CountBit_0 - 1 : 0] Counter_0 = 0;
		reg [CountBit_1 - 1 : 0] Counter_1 = 0;
		reg [CountBit_2 - 1 : 0] Counter_2 = 0;
		always @(posedge clkin , negedge rst) begin
			if(!rst) begin
				Counter_0 <= 0;
				Counter_1 <= 0;
				Counter_2 <= 0;
			end else begin
				if(Counter_0 == Divider_Counter_0-1)
					Counter_0 <= 0;
				else
					Counter_0 <= Counter_0 + 1;
				if(Counter_1 == Divider_Counter_1-1)
					Counter_1 <= 0;
				else
					Counter_1 <= Counter_1 + 1;
				if(Counter_2 == Divider_Counter_2-1)
					Counter_2 <= 0;
				else
					Counter_2 <= Counter_2 + 1;
			end
		end
		always @(posedge clkin , negedge rst) begin
			if(!rst) begin
				clkout_0 <= 0;	 
				clkout_1 <= 0;
				clkout_2 <= 0;
			end else begin
				if(Counter_0 < half_Divider_Counter_0)
					clkout_0 <= 0;
				else
					clkout_0 <= 1;
				if(Counter_1 < half_Divider_Counter_1)
					clkout_1 <= 0;
				else
					clkout_1 <= 1;
				if(Counter_2 < half_Divider_Counter_2)
					clkout_2 <= 0;
				else
					clkout_2 <= 1;
			end
		end
endmodule
### run.sh
#!/bin/bash
# OpenROAD 26Q1-2900-gdf79404cd8, Yosys 0.63+post, stock flow scripts
make -C /OpenROAD-flow-scripts/flow DESIGN_CONFIG=/design/flow/config.mk WORK_HOME=/design/flow/orfs finish
==> flow_summary.json <==
{
  "cts_hold_buffers": 0,
  "final_design_area_no_fill_um2": 4738,
  "die_y_um": 120.9,
  "finalSetupTns_ps": 0,
  "grt_pass1_vias": 2979,
  "drive_gt1_share_pct": 4.784,
  "routed_via_density": 5.023,
  "status": "finished, final reports clean",
  "cp_max_fo": 16,
  "dr.pass1.iters": 4,
  "die_area_um2": 14610,
  "grt-ovfl-total": 0,
  "adder_share_pct": 0.8855,
  "timing.slew.headroom_pct": 42.06,
  "setup_violations": 0,
  "power_density_nw_per_um2": 419.5,
  "antenna_found_initial": 0,
  "switching_share_pct": 18.91,
  "ys_top_logic_family": "simple AND/OR/NAND/NOR gates",
  "numCtsBuffers": 9,
  "crit_path_end_kind": "flop",
  "internal_power_w": 0.001612,
  "reg2reg_depth": 5,
  "compound_area_share_pct": 7.527,
  "synth.distinct_cells": 56,
  "p_seq_share_pct": 50.3,
  "ant_nets": 0,
  "area_growth_pct": 11.78,
  "hold_path_class": "in -> async",
  "muxShareOfSynthArea_pct": 0.4723,
  "yosys.stat.chipArea_um2": 4239,
  "total_power_w": 0.001988,
  "tritoncts": "built",
  "max_cap_violations": 0,
  "ys_sh_simple_pct": 27.60,
  "edf_count": 0,
  "cts-resized-gates": 0,
  "clockBufferDepth": 2,
  "worstPathArrival_ps": 2390,
  "xor_area_share_pct": 11.78,
  "gp_congestion": 0.9004,
  "p_sw_w": 0.0003759,
  "fp_util_pct": 30.66,
  "grt_max_degree": 58,
  "root_buffer": "clkbuf_16",
  "required_ps": 3570,
  "peakVddDrop_uv": 233.5,
  "coreArea_um2": 13830,
  "die_w_um": 120.9,
  "yosysTopAreaCellShare_pct": 49.59,
  "grt_pass1_wl_um": 14240,
  "period_needed_ps": 2214,
  "rsz0062_at_grt": "false",
  "setup.worst_path.start_class": "flop",
  "clock_skew_ps": 5.778,
  "syn_area_per_cell_um2": 9.813,
  "fmax_ghz": 0.4516,
  "drv_slew": 0,
  "ys_async_sr_fraction_pct": 100.0,
  "cts.clk_slew.worst_paths_ps": 60,
  "drc_errors": 0,
  "area_leaders": "dfrtp_1 (50%), xnor2_1 (6.2%), xor2_1 (5.6%), nor2_1 (4.2%), nand3_1 (3.7%)",
  "diodes": 0,
  "ys_cells": 432,
  "finalCritPeriodShare_pct": 65.13,
  "drt_wl_total_um": 7854,
  "cts_max_level": 3,
  "cts.sink_count": 84,
  "post-cts-setup-buffers": 0,
  "tightest_slew_ps": 862.7,
  "syn_inst": 432,
  "insertion_delay_ps": 330,
  "ios": 5,
  "portBuffers": 4,
  "hold_violations": 0,
  "crit_type": "reg -> reg",
  "power_frac_comb_pct": 1.0,
  "p_leak_nw": 1.994,
  "placed_cell_area_um2": 4441,
  "warnings": 25,
  "vias": 3109,
  "postSynthSeqShare_pct": 49.59,
  "rows": 43,
  "ys_warn_count": 1,
  "yosys.area.top_type": "dfrtp_1",
  "ff_type": "dfrtp_1",
  "post-dp-hpwl_um": 5360,
  "p_clk_share_pct": 48.7,
  "wl_per_cell_um": 12.69,
  "drtIter0Drc": 238,
  "fillers": 1321,
  "synthesis.area_um2": 4239,
  "numSynthFlops": 84,
  "gr-usage-all-layers_pct": 12.04,
  "hold-worst-slack_ps": 391.8,
  "final_core_util_pct": 34.27
}
## power by group through the flow
stage	registers, W	clock network [W]	logic (W)
finish	0.00100	0.000968	0.0000197
global route	0.000999	0.00105	0.0000248
CTS	0.00100	0.000999	0.0000218
## cell families (layout without fill, tap and decap cells)
logic type | Yosys count | count (layout)
flip-flops | 84 | 84
XOR/XNOR | 57 | 57
AND-OR/OR-AND | 49 | 49
adder cells (fa/ha/maj) | 3 | 3
multiplexers | 2 | 2
buffers and inverters | 20 | 27
AND/OR/NAND/NOR | 217 | 217
## final cells by class
cell class	instances	area, µm²	area share [%]
Tap cell	180	225.2	4.753
Inverter	6	22.52	0.4753
Clock inverter	1	30.03	0.6337
Clock buffer	15	267.8	5.651
Sequential cell	84	2102	44.36
Multi-Input combinational cell	328	2046	43.17
Timing Repair Buffer	5	45.04	0.9506
## final timing paths
kind                               from             to  slack, ps
min in group clk0          Counter_2[0]   Counter_2[0]        490
min reg2reg                Counter_2[0]   Counter_2[0]        490
max reg2reg                Counter_2[0]  Counter_2[18]       1190
max                        Counter_2[0]  Counter_2[18]       1190
max in group asynchronous           rst   Counter_0[3]       2190
min                                 rst  Counter_1[22]        390
## synthesized netlist by cell type (2+ instances only)
| master | n |
|---|---|
| dfrtp_1 | 84 |
| nor2_1 | 47 |
| nand2_1 | 40 |
| nand3_1 | 31 |
| xnor2_1 | 30 |
| xor2_1 | 27 |
| nand4_1 | 22 |
| nor3_1 | 14 |
| o21ai_0 | 14 |
| and3_1 | 13 |
| a21oi_1 | 8 |
| inv_1 | 6 |
| or3_1 | 6 |
| and2_1 | 5 |
| and4_1 | 5 |
| buf_2 | 5 |
| clkbuf_1 | 5 |
| nor4_1 | 5 |
| o31ai_1 | 5 |
| nor2b_1 | 4 |
| nor3b_1 | 4 |
| a21o_1 | 3 |
| a31oi_1 | 3 |
| ha_1 | 3 |
| nor4_2 | 3 |
| a211oi_1 | 2 |
| a32oi_1 | 2 |
| clkbuf_2 | 2 |
| mux2i_1 | 2 |
| nand2b_1 | 2 |
| nand3b_1 | 2 |
| nand4b_1 | 2 |
| nor4b_1 | 2 |
| o2bb2ai_1 | 2 |
## flip-flops by register name, indices dropped and copies added (netlist names)
| register | count |
|---|---|
| clkout_0 | 1 |
| clkout_1 | 1 |
| clkout_2 | 1 |
| Counter_0 | 27 |
| Counter_2 | 27 |
| Counter_1 | 27 |
## per-stage QoR
stage | setup WS (ps) | std cells
finish | 1186 | 619
global route | 957.9 | 619
CTS | 1147 | 619
detailed placement | 1187 | 603
global placement | 1245 | 603
floorplan | 1517 | 432
## critical path: stages (launching register included)
cell and delay, ps:
dfrtp_1 380, ha_1 310, and3_1 350, nand2_1 130, nor4_4 740, nor3_1 140
## placed cells by master (no fill, tap or decap), types with 3 or more instances in the layout
cell type and n:
inv_1 6, a21o_1 3, and3_1 13, ha_1 3, and2_1 5, o31ai_1 5
dfrtp_1 84, or3_1 6, nor2b_1 4, clkbuf_16 9, nor4_1 5, nor2_1 47
nand3_1 31, nand4_1 22, clkdlybuf4s50_1 3, and4_1 5, xnor2_1 30, o21ai_0 14
a31oi_1 3, xor2_1 27, nor4_2 3, clkbuf_1 4, nor3_1 14, nor3b_1 4
a21oi_1 8, nand2_1 40
## per-layer routing
| layer | global-route usage (%) | vias up | part of all wire (%) |
|---|---|---|---|
| met5 | 0 | - | 0 |
| met4 | 1.312 | 0 | 1.4 |
| met3 | 2.207 | 11 | 4.0 |
| met2 | 18.64 | 58 | 45 |
| met1 | 18.59 | 1495 | 50 |
| li1 | - | 1545 | - |
Power is estimated from default activity; no workload was simulated.
