**flow/config.mk**
```make
export PLATFORM = sky130hd
export DESIGN_NAME = top_btn_ctrl
export DESIGN_NICKNAME = top_btn_ctrl
export VERILOG_FILES = /design/flow/design.v
export SDC_FILE = /design/flow/constraint.sdc
export NUM_CORES = 4
export LEC_CHECK = 1
export CORE_UTILIZATION = 50
```
**flow/constraint.sdc**
```tcl
current_design top_btn_ctrl

set clk_period 3.9
set clk_io_pct 0.2

create_clock -name clk0 -period $clk_period [get_ports {clk}]

set non_clock_inputs [all_inputs -no_clocks]
set_input_delay [expr $clk_period * $clk_io_pct] -clock clk0 $non_clock_inputs
set_output_delay [expr $clk_period * $clk_io_pct] -clock clk0 [all_outputs]
```
**flow/design.v**
```verilog
module btn_single_deb(
	input clk,
	input rst,
	input btn,
	output reg btn_state,	 
	output btn_posedge,		 
	output btn_negedge		 
);
	localparam integer debounce_time = 3;	 
	localparam integer debounce_count = debounce_time * 100_000;
	reg btn_sync;
	always @(posedge clk or negedge rst) begin
		if(!rst) begin
			btn_sync <= 0;
		end
		else begin
			btn_sync <= btn;
		end
	end
	reg [32:0] cnt;
	wire start = (btn_state != btn_sync);
	wire cnt_max = (cnt == debounce_count);	 
	always @(posedge clk or negedge rst) begin
		if(!rst) begin
			cnt <= 0;
			btn_state <= 0;
		end
		else begin
			if(start) begin
				cnt <= cnt + 1;
				if(cnt_max) begin
					btn_state <= ~btn_state;
					cnt <= 0;
				end
			end
			else cnt <= 0;
		end
	end 
	assign btn_posedge =  btn_state & cnt_max;
	assign btn_negedge = ~btn_state & cnt_max;
endmodule
module top_btn_ctrl(
	input clk,
	input rst,
	input [4:0] btn,
	output reg [1:0] volume,
	output reg song_pause
);
	wire [2:0] btn_posedge;
	btn_single_deb u1_btn_single_deb(.clk(clk), .rst(rst), .btn(btn[1]), .btn_posedge(btn_posedge[0]));
	btn_single_deb u2_btn_single_deb(.clk(clk), .rst(rst), .btn(btn[2]), .btn_posedge(btn_posedge[1]));
	btn_single_deb u3_btn_single_deb(.clk(clk), .rst(rst), .btn(btn[4]), .btn_posedge(btn_posedge[2]));
	always @(posedge clk or negedge rst) begin
		if(!rst) begin
			volume <= 1;
			song_pause <= 0;
		end
		else begin
			if(btn_posedge[2])
				if(volume < 2'b11) volume <= volume + 1;
			if(btn_posedge[0])
				if(volume > 2'b00) volume <= volume - 1;
			if(btn_posedge[1]) song_pause = ~song_pause;
		end
	end
endmodule
```
**flow/run.sh**
```bash
#!/bin/bash
# OpenROAD 26Q1-2900-gdf79404cd8, Yosys 0.63+post, stock flow scripts
make -C /OpenROAD-flow-scripts/flow DESIGN_CONFIG=/design/flow/config.mk WORK_HOME=/design/flow/orfs finish
```
==> impl_metrics.json <==
{
  "ys.warnings.count": 2,
  "wl_per_cell_um": 13.90,
  "final_util": 0.5590,
  "ctsHoldBuffers": 0,
  "tightestPinTransition_ps": 716.0,
  "largest_area_cell": "dfrtp_1",
  "clk_pin_slew_ps": 90,
  "slew_violations": 0,
  "top_cell": "nor2_1",
  "ys_ff": 108,
  "required_ps": 4130,
  "hold_viol": 0,
  "avgSynthCellArea_um2": 9.820,
  "fin_skew_ps": 6.456,
  "grt_util_all_layers": 0.1997,
  "syn-cell-area_um2": 5499,
  "ys_cells": 560,
  "finalClockPeriodUsage": 0.5892,
  "seq_power_share": 0.582,
  "drc": 0,
  "cp_max_fo": 33,
  "io_pins": 10,
  "yosysUniqueCellTypes": 40,
  "slew_headroom": 0.5190,
  "vias": 3869,
  "gp_congestion": 0.8003,
  "post_cts_resized": 0,
  "worst_hold_path_type": "input pin to asynchronous set/reset pin",
  "antenna_found_initial": 0,
  "total_power_mw": 1.958,
  "p_per_area_nw_per_um2": 333.3,
  "wl_met3_um": 300,
  "synth_top_area_share": 0.4869,
  "p_int_mw": 1.528,
  "arrival_ps": 2520,
  "tns_ps": 0,
  "warnings": 30,
  "cts_buffers": 9,
  "design.die.area_um2": 11420,
  "period_needed_ps": 2298,
  "fp-utilization": 0.5233,
  "clock-sinks": 108,
  "ys_area_um2": 5499,
  "placed_cell_area_um2": 5655,
  "via_per_inst": 5.504,
  "dp_hpwl_um": 6326,
  "endpoint_kind": "register",
  "synth_seq_share": 0.4917,
  "p_clk_frac": 0.383,
  "leakage_nw": 2.495,
  "ff_type": "dfrtp_1",
  "core_um2": 10510,
  "setup_viol_count_final": 0,
  "cts_max_path_buffers": 2,
  "num_antenna_cells": 0,
  "status": "complete, no violations",
  "grt_pass1_wl_um": 17830,
  "die_x_um": 106.9,
  "topRoutingLayerUsed": "met4",
  "swShare": 0.2196,
  "dr.pass1.iters": 4,
  "cts_tree": "built",
  "wl_met1_um": 5077,
  "io_buffers": 7,
  "cts_root_buffer": "clkbuf_8",
  "fin_area_um2": 5874,
  "worstSkewPairLatency_ps": 360,
  "fmax_mhz": 435.2,
  "fp-row-count": 37,
  "yosys-top-cells-area": "dfrtp_1 (49%), xor2_1 (9.2%), nor2_1 (7.4%), xnor2_1 (5.6%), nand4_1 (4.6%)",
  "ir_drop_v": 0.0002875,
  "die_y_um": 106.9,
  "wl_met2_um": 4281,
  "power_frac_comb": 0.035,
  "drive_above_1_share": 0.06349,
  "cts_max_level": 3,
  "area_growth_pct": 6.826,
  "cts_setup_buffers": 0,
  "final_antenna_net_count": 0,
  "overflow": 0,
  "synth_cells": 560,
  "path_class": "register to register",
  "first_global_vias": 3771,
  "async_flop_share": 1.000,
  "postRouteWirelength_um": 9770,
  "p_switching_uw": 429.9,
  "yosys-top-cells-count": "nor2_1 (108), dfrtp_1 (107), xor2_1 (58), nand4_1 (40), nand3_1 (37)",
  "synth-edff-count": 0,
  "drtIter0Drc": 218,
  "max_cap_viol_count": 0,
  "startpoint_type": "register",
  "grt_max_degree": 40,
  "rsz0062_at_grt": "no"
}
-- routing by layer --
metal	GRT usage	vias to the layer above
met3	0.02790	9
met1	0.3458	1884
met5	0	-
met2	0.2926	51
li1	-	1925
met4	0.02055	0
-- sequential cells by signal (all words and copies together), names as in the netlist, named ones only --
register / cells
u2_btn_single_deb.cnt: 33
volume: 1
u3_btn_single_deb.btn_sync: 1
u1_btn_single_deb.cnt: 33
u2_btn_single_deb.btn_state: 1
u3_btn_single_deb.cnt: 33
u1_btn_single_deb.btn_sync: 1
u3_btn_single_deb.btn_state: 1
u1_btn_single_deb.btn_state: 1
song_pause: 1
u2_btn_single_deb.btn_sync: 1
-- power by group through the flow --
stage,logic [mW],registers [mW],clock network [mW]
after CTS,0.0719,1.14,0.778
after global routing,0.0801,1.14,0.823
final,0.0684,1.14,0.750
-- metrics by stage --
step / instances / hold WS, ps / setup WS [ps]
after global routing: 703 / 361.3 / 1359
final: 703 / 344.2 / 1602
after CTS: 703 / 342.2 / 1519
after detailed placement: 687 / 467.1 / 1531
after global placement: 687 / 458.5 / 1620
after floorplan: 560 / 423.8 / 2070
-- critical path, stage by stage, from the launching register on --
cell and delay (ps):
dfrtp_1 430, inv_1 70, ha_1 140, nor4b_1 300
nand3_1 110, nor3_1 370, or2_2 610, nor2_1 120
-- path summary, 6_finish.rpt --
check / start / end / slack [ps] / depth (start not counted)
min in group clk0: song_pause / song_pause / 480 / 1
setup / recovery: u2_btn_single_deb.cnt[0] / u2_btn_single_deb.cnt[29] / 1600 / 7
hold reg to reg: song_pause / song_pause / 480 / 1
max in group asynchronous: rst / u1_btn_single_deb.cnt[4] / 2700 / 2
hold / removal: rst / u2_btn_single_deb.cnt[21] / 340 / 1
setup reg to reg: u2_btn_single_deb.cnt[0] / u2_btn_single_deb.cnt[29] / 1600 / 7
-- layout by cell type, fill, tap and decap left out, types with 15 or more instances in the layout --
| cell type | instances |
|---|---|
| nand2_1 | 28 |
| inv_1 | 16 |
| and3_1 | 15 |
| dfrtp_1 | 107 |
| xnor2_1 | 35 |
| nand4_1 | 40 |
| xor2_1 | 58 |
| nand3_1 | 37 |
| nor2_1 | 108 |
-- area by class of cell --
type                    instances  area [um^2]
clock inverters                 4        73.82
well taps                     136        170.2
flip-flops and latches        108         2704
repair buffers                 13        112.6
clock buffers                  12        145.1
fillers                       880         4634
multi-input cells             414         2609
inverters                      16        60.06
-- cells by family (layout without fill, tap and decap cells) --
group,after synthesis,after routing,synth area share
AND/OR/NAND/NOR,299,299,0.2908
flip-flops,108,108,0.4917
XOR/XNOR,93,93,0.1481
buffers and inverters,38,45,0.03390
AND-OR/OR-AND,13,13,0.01570
adder cells (fa/ha/maj),6,6,0.01365
multiplexers,3,3,0.006143
No activity file was given, so power comes from the tool's default toggle rates.
